$ cat flow/run.sh
#!/bin/bash
# OpenROAD 26Q1-2900-gdf79404cd8, Yosys 0.63+post, stock flow scripts
make -C /OpenROAD-flow-scripts/flow DESIGN_CONFIG=/design/flow/config.mk WORK_HOME=/design/flow/orfs finish
$ cat flow/config.mk
export PLATFORM = sky130hd
export DESIGN_NAME = uart
export DESIGN_NICKNAME = uart
export VERILOG_FILES = /design/flow/design.v
export SDC_FILE = /design/flow/constraint.sdc
export NUM_CORES = 4
export LEC_CHECK = 1
export CORE_UTILIZATION = 50
$ cat flow/constraint.sdc
current_design uart

set clk_period 3.9
set clk_io_pct 0.2

create_clock -name clk0 -period $clk_period [get_ports {clk}]

set non_clock_inputs [all_inputs -no_clocks]
set_input_delay [expr $clk_period * $clk_io_pct] -clock clk0 $non_clock_inputs
set_output_delay [expr $clk_period * $clk_io_pct] -clock clk0 [all_outputs]
$ cat flow/design.v
module binary_to_7seg ( 
    input logic [3:0] data_in,      
    output logic [6:0] data_out     
);
    logic [15:0][6:0] lut_7seg;
    assign lut_7seg[0] = 7'b0111111;     
    assign lut_7seg[1] = 7'b0000110;     
    assign lut_7seg[2] = 7'b1011011;     
    assign lut_7seg[3] = 7'b1001111;     
    assign lut_7seg[4] = 7'b1100110;     
    assign lut_7seg[5] = 7'b1101101;     
    assign lut_7seg[6] = 7'b1111101;     
    assign lut_7seg[7] = 7'b0000111;     
    assign lut_7seg[8] = 7'b1111111;     
    assign lut_7seg[9] = 7'b1101111;     
    assign lut_7seg[15:10] = 7'b0;       
    assign data_out = ~lut_7seg[data_in];
endmodule
module receiver #(
    parameter CLOCKS_PER_PULSE = 16
)
(
    input logic clk,                   
    input logic rstn,                  
    input logic ready_clr,             
    input logic rx,                    
    output logic ready,                
    output logic [7:0] data_out        
);
    enum {RX_IDLE, RX_START, RX_DATA, RX_END} state;  
    logic [2:0] bit_counter;            
    logic [$clog2(CLOCKS_PER_PULSE)-1:0] pulse_counter;  
    logic [7:0] temp_data;              
    logic rx_sync;                      
    always_ff @(posedge clk or negedge rstn) begin
        if (!rstn) begin
            pulse_counter <= 0;
            bit_counter <= 0;
            temp_data <= 8'b0;
            ready <= 0;
            state <= RX_IDLE;
        end else begin 
            rx_sync <= rx;   
            case (state)
                RX_IDLE : begin
                    if (rx_sync == 0) begin
                        state <= RX_START;  
                        pulse_counter <= 0;  
                    end
                end
                RX_START: begin
                    if (pulse_counter == CLOCKS_PER_PULSE/2-1) begin
                        state <= RX_DATA;  
                        pulse_counter <= 0;  
                    end else
                        pulse_counter <= pulse_counter + 1;  
                end
                RX_DATA : begin
                    if (pulse_counter == CLOCKS_PER_PULSE-1) begin
                        pulse_counter <= 0;  
                        temp_data[bit_counter] <= rx_sync;  
                        if (bit_counter == 3'd7) begin
                            state <= RX_END;  
                            bit_counter <= 0;  
                        end else bit_counter <= bit_counter + 1;  
                    end else pulse_counter <= pulse_counter + 1;  
                end
                RX_END : begin
                    if (pulse_counter == CLOCKS_PER_PULSE-1) begin
                        ready <= 1'b1;  
                        state <= RX_IDLE;  
                        pulse_counter <= 0;  
                    end else pulse_counter <= pulse_counter + 1;  
                end
                default: state <= RX_IDLE;  
            endcase
        end
    end
    assign data_out = temp_data;  
endmodule
module transmitter #(
    parameter CLOCKS_PER_PULSE = 16
)
(
    input logic [7:0] data_in,       
    input logic data_en,              
    input logic clk,                  
    input logic rstn,                 
    output logic tx,                  
    output logic tx_busy              
);
    enum {TX_IDLE, TX_START, TX_DATA, TX_END} state;  
    logic [7:0] tx_data = 8'b0;        
    logic [2:0] bit_counter = 3'b0;     
    logic [$clog2(CLOCKS_PER_PULSE)-1:0] pulse_counter = 0;  
    always_ff @(posedge clk or negedge rstn) begin
        if (!rstn) begin
            pulse_counter <= 0;
            bit_counter <= 0;
            tx_data <= 0;
            tx <= 1'b1;            
            state <= TX_IDLE;      
        end else begin 
            case (state)
                TX_IDLE: begin
                    if (~data_en) begin
                        state <= TX_START;
                        tx_data <= data_in;        
                        bit_counter <= 3'b0;       
                        pulse_counter <= 0;        
                    end else tx <= 1'b1;            
                end
                TX_START: begin
                    if (pulse_counter == CLOCKS_PER_PULSE-1) begin
                        state <= TX_DATA;          
                        pulse_counter <= 0;        
                    end else begin
                        tx <= 1'b0;                
                        pulse_counter <= pulse_counter + 1;  
                    end
                end
                TX_DATA: begin
                    if (pulse_counter == CLOCKS_PER_PULSE-1) begin
                        pulse_counter <= 0;        
                        if (bit_counter == 3'd7) begin
                            state <= TX_END;       
                        end else begin
                            bit_counter <= bit_counter + 1;  
                            tx <= tx_data[bit_counter];     
                        end
                    end else begin
                        tx <= tx_data[bit_counter];     
                        pulse_counter <= pulse_counter + 1;  
                    end
                end
                TX_END: begin
                    if (pulse_counter == CLOCKS_PER_PULSE-1) begin
                        state <= TX_IDLE;            
                        pulse_counter <= 0;          
                    end else begin
                        tx <= 1'b1;                  
                        pulse_counter <= pulse_counter + 1;  
                    end
                end
                default: state <= TX_IDLE;           
            endcase
        end
    end
    assign tx_busy = (state != TX_IDLE);            
endmodule
module uart #(
    parameter CLOCKS_PER_PULSE = 5208
)
(
    input logic [3:0] data_in,          
    input logic data_en,                 
    input logic clk,                     
    input logic rstn,                    
    output logic tx,                     
    output logic tx_busy,                
    input logic ready_clr,              
    input logic rx,                      
    output logic ready,                  
    output logic [3:0] led_out,          
    output logic [6:0] display_out       
);
    logic [7:0] data_input;              
    logic [7:0] data_output;             
    transmitter #(.CLOCKS_PER_PULSE(CLOCKS_PER_PULSE)) uart_tx (
        .data_in(data_input),
        .data_en(data_en),
        .clk(clk),
        .rstn(rstn),
        .tx(tx),
        .tx_busy(tx_busy)
    );
    receiver #(.CLOCKS_PER_PULSE(CLOCKS_PER_PULSE)) uart_rx (
        .clk(clk),
        .rstn(rstn),
        .ready_clr(ready_clr),
        .rx(rx),
        .ready(ready),
        .data_out(data_output)
    );
    binary_to_7seg converter (
        .data_in(data_output[3:0]),
        .data_out(display_out)
    );
    assign data_input = {4'b0, data_in};
    assign led_out = data_output[3:0];
endmodule
==> results.tsv <==
metric	value	unit
min-delay worst type	reg2reg	
top cells by count	dfrtp_1 (46), nor2_1 (34), nand2_1 (28)	
post-synthesis sequential area ratio	0.428	
TritonCTS clock tree	done	
Hold Startpoint	uart_rx.ready	
worst relative slew slack	0.557	
Root Buffer	clkbuf_8	
number of clock sinks	49	
Top cell area share	0.399	
Post-Route WL	5.28	mm
Core Density at Floorplan	0.520	
chip area	0.00607	mm²
worst slew pin tran	664	ps
post-CTS sizing	0	
die width	77.9	µm
cells on worst reg2reg path	6	
maxcap violations	0	
Die Y	77.9	µm
clock buffer depth	2	
gr ovfl total	0	
ANT nets after route	0	
Avg Vias per Cell	5.55	
CP Launch Type	flop	
final hold viol count	0	
Commonest flop	dfrtp_1	
Final Power	0.00139	W
FF-to-FF Start	uart_rx.pulse_counter[0]	
peak supply drop	236	µV
Worst EP arrival	2030	ps
PortBufs	21	
OpenROAD warning count	41	
pin count of the biggest net entering global routing	50	
ys flops	49	
cell taking the most area after synthesis	dfrtp_1	
status	complete, no violations	
layout cell share with drive strength beyond 1	0.0898	
yosys synthesis chip area	0.00288	mm²
Via Count	2193	
number of enable flip-flop cells	1	
wire length per cell	13.4	µm
antenna cells	0	
Final Cycle Share	0.722	
min Tclk post-route	2810	ps
Reg clk slew, reported paths	90	ps
worst setup path class	reg2out	
setup_tns	0	ps
Leak	1.48	nW
Unique cell types	52	
Ys Warns	2	
postcts setup bufs	0	
CTS H-Tree Depth	2	
# fillers	488	
Layout area overhead	14.0	%
vias in the first global route	2065	
Residual DRC	0	
Crit. End Element	output port	
initial antenna violation count	0	
gr usage total	0.200	
Worst Setup SP	uart_rx.temp_data[1]	
RD Place Congestion	0.870	
clk latency late pin	300	ps
Slew Viols, Final	0	
first-pass GRT wire length	9.57	mm
DRT iter0 DRCs	98	
Mapped Area	0.00288	mm²
Power Dens Cells	422	mW/mm²
Core ar.	0.00554	mm²
RSZ-0062 raised after global routing	no	
cell with the most instances after synthesis	dfrtp_1	
data required time of the worst path	3120	ps
R2R setup slack	1570	ps
Synth async-reset ratio	0.980	
Syn Area/Cell	9.67	µm²
top cells by area	dfrtp_1 (40%), ha_1 (9.5%), nor2_1 (4.4%), nand2_1 (3.6%), o21ai_0 (3.0%)	
num ports	23	
synthesized netlist cell count	298	
maximum fanout along the worst path	7	
DP HPWL	3.66	mm
cell count listed in synth_stat.txt	298	
hold path cells	1	
clock skew	7.70	ps
FF-to-FF End	uart_rx.pulse_counter[8]	
Max Clk Rate	355	MHz
Worst Hold Path EP	uart_rx.ready	
drt pass-1 iters	4	
Setup-failing EPs final	0	
CTS Buf Count	5	
post-cts hold-fix buffer tally	0	
FP Rows	27	
-- cell type report --
type / instances / area (µm²) / area share
timing repair buffer: 23 / 220 / 0.0670
tap: 72 / 90.1 / 0.0274
multi-input combinational: 225 / 1560 / 0.474
clock inverter: 1 / 30.0 / 0.00914
inverter: 18 / 67.6 / 0.0206
sequential: 49 / 1230 / 0.375
clock buffer: 7 / 86.3 / 0.0263
-- cell families after synthesis --
kind of cell,synth area share
buffers and inverters,0.0317
and+or+nand+nor,0.206
adders and majority gates,0.0955
AOI/OAI and AO/OA,0.160
DFF,0.428
muxes,0.0425
xor gates and xnor gates,0.0365
-- metrics by stage --
stage                     hold slack (ps)  utilization  cells  area [µm²]  worst slack (ps)
final                                 480        0.593    395        3290              1090
after CTS                             485        0.593    395        3290              1080
after global placement                453        0.572    387        3170              1420
after floorplan                       408            -    298        2880              1850
after detailed placement              457        0.572    387        3170              1430
after global routing                  500        0.593    395        3290               928
-- worst max-delay path by stage --
| stage | endpoint | cells after the start |
|---|---|---|
| 4_1_cts | display_out[3] | 6 |
| 5_1_grt | display_out[3] | 6 |
| 6_report | display_out[3] | 6 |
-- worst max-delay path, cell delays in order (launching register included) --
cell and delay, ps:
dfrtp_1 450, inv_1 170, ha_1 200, or2_2 260
a21oi_1 180, a31oi_1 60, clkdlybuf4s50_1 400
-- report_power, final --
| group | internal (W) | switching (W) |
|---|---|---|
| clock | 0.000209 | 0.000168 |
| sequential | 0.000577 | 0.0000539 |
| combinational | 0.000175 | 0.000202 |
| total | 0.000962 | 0.000424 |
-- routing by layer --
metal	global-route usage	wire length (µm)	vias to the layer above
met5	0	0	-
met4	0.0259	85	0
met3	0.0287	115	8
met2	0.313	2440	21
met1	0.316	2640	1049
li1	-	-	1115
-- flip-flops by register name (all words and copies together), names as in the netlist --
signal and flops:
uart_rx.temp_data 4, uart_rx.ready 1, uart_tx.pulse_counter 13, uart_tx.tx_data 4, uart_rx.state 4, uart_tx.state 2
uart_rx.rx_sync 1, uart_rx.pulse_counter 13, uart_rx.bit_counter 3, uart_tx.tx 1, uart_tx.bit_counter 3
-- cell usage in the layout, fill, tap and decap left out, types with 2 or more instances in the layout --
cell,n
and3_1,6
clkbuf_8,6
o21ai_0,17
nand3_1,12
a32o_1,3
nand2b_1,3
nand2_1,28
a22o_1,9
nor2_1,34
xnor2_1,4
o221ai_1,2
ha_1,22
a21oi_1,11
dfstp_2,2
nand4_1,6
dfrtp_1,46
mux2_1,3
clkdlybuf4s50_1,20
buf_4,2
nor3_1,6
nor2b_1,3
inv_1,18
nand4bb_1,3
a31oi_1,10
or2_2,4
mux2_2,5
xor2_1,8
a21o_1,2
Power is estimated from default activity; no workload was simulated.
